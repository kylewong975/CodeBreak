`design/flow/constraint.sdc`:
```
current_design randomizer

set clk_period 1.5
set clk_io_pct 0.2

create_clock -name clk0 -period $clk_period [get_ports {rst}]

set non_clock_inputs [all_inputs -no_clocks]
set_input_delay [expr $clk_period * $clk_io_pct] -clock clk0 $non_clock_inputs
set_output_delay [expr $clk_period * $clk_io_pct] -clock clk0 [all_outputs]
```
`design/flow/design.v`:
```
`timescale 1ns / 1ps
module randomizer(
    input rst,
    output reg [15:0] next_number
);
reg [15:0] out = 16'b1000100111010001;
always @(posedge rst) begin
		next_number[15]  = out[8]  ^ out[3] ^ out[3] ^ out[10];
		next_number[14]  = out[2]  ^ out[3] ^ out[14] ^ out[13];
		next_number[13]  = out[7]  ^ out[3] ^ out[12] ^ out[7];
		next_number[12]  = out[3]  ^ out[3] ^ out[11] ^ out[2];
		next_number[11]  = out[5]  ^ out[3] ^ out[15] ^ out[0];
		next_number[10]  = out[9]  ^ out[3] ^ out[4] ^ out[2];
		next_number[9]  = out[12]  ^ out[3] ^ out[1] ^ out[0];
		next_number[8]  = out[2]  ^ out[6] ^ out[1] ^ out[2];
		next_number[7]  = out[11]  ^ out[6] ^ out[3] ^ out[7];
		next_number[6]  = out[15]  ^ out[6] ^ out[2] ^ out[6];
		next_number[5]  = out[4]  ^ out[3] ^ out[5] ^ out[12];
		next_number[4]  = out[9]  ^ out[3] ^ out[8] ^ out[15];
		next_number[3]  = out[14]  ^ out[3] ^ out[12] ^ out[12];
		next_number[2]  = out[6]  ^ out[8] ^ out[7] ^ out[6];
		next_number[1]  = out[14]  ^ out[8] ^ out[12] ^ out[2];
      next_number[0]  = out[3]  ^ out[8] ^ out[5] ^ out[0]; 
		out = next_number;
end
endmodule
```
`design/flow/run.sh`:
```
#!/bin/bash
# OpenROAD 26Q1-2900-gdf79404cd8, Yosys 0.63+post, stock flow scripts
make -C /OpenROAD-flow-scripts/flow DESIGN_CONFIG=/design/flow/config.mk WORK_HOME=/design/flow/orfs finish
```
`design/flow/config.mk`:
```
export PLATFORM = sky130hd
export DESIGN_NAME = randomizer
export DESIGN_NICKNAME = randomizer
export VERILOG_FILES = /design/flow/design.v
export SDC_FILE = /design/flow/constraint.sdc
export NUM_CORES = 4
export LEC_CHECK = 1
export CORE_AREA = 10 10 105 105
export DIE_AREA = 0 0 115 115
```
==> results.toml <==
# synthesis and place-and-route metrics
[outcome]
status = "completed"

[logic_synthesis]
yosysChipArea_sq_um = 936
synthTopCellsByArea = "dfxtp_1 68%, xnor2_1 15%, xor2_1 9.4%"
netlist_top_cells_count = "32 x dfxtp_1, 16 x xnor2_1, 10 x xor2_1"
synthArstFlopShare = 0
netlist_instances = 62
synth_area_sq_um = 936
largest_area_cell = "dfxtp_1"
synth-edff-count = 0
synth-main-ff-cell = "dfxtp_1"
numSynthFlops = 32
top_area_frac = 0.684
syn_area_per_cell_sq_um = 15.1
top_cell = "dfxtp_1"
synth-seq-area-share = 0.684
ys_cells = 62
ys_types = 6
yosys_warnings = 1

[worst_hold_path]
min_path_cells = 1
worstHoldPathType = "flip-flop to flip-flop"
min_to = "next_number[15]"
min_from = "out[10]"

[die]
die_w_um = 115
num_rows = 34
ioPinCount = 17
placeableCoreArea_sq_um = 8760
die_h_um = 115
die_area_sq_um = 13200
fp_util = 0.107

[routing]
routed-via-count = 451
diodes = 0
drt-vias-per-instance = 2.34
ant_nets = 0
wirelength_um = 1630
route.detailed.drc = 0
first_pass_iters = 2
wl_per_cell_um = 8.46
drt-initial-drc-count = 19

[power]
power.density_nw_per_um2 = 1230
cellLeakagePower_nw = 0.498
power_mw = 1.64
ir_worst_vdd_uv = 367

[place]
dpl_worst_slack_ns = 0.309
port-buffer-count = 16
dp_hpwl_um = 1270
gp_congestion = 0.695

[global_routing]
grt_pass1_wl_um = 2600
antenna_found_initial = 0
overflow = 0
grt_max_degree = 12
grt_pass1_vias = 480
track_usage = 0.0256

[setup_path]
worstPathBufferInverterCount = 1
rrSetupSlack_ns = 0.34
path_max_fanout = 1
start_kind = "flip-flop"
cp_slowest_cell = "clkdlybuf4s50_1"
critPathArrivalTime_ns = 1.07
rr_worst_depth = 2
crit_type = "flip-flop to output pin"
cp_slowest_stage_delay_ns = 0.47
crit_required_ns = 1.20
r2r-end = "next_number[0]"
crit_path_end_kind = "output pin"
cp_cell_sequence = "clkdlybuf4s50_1"
cp_top_family = "buffers and inverters"
r2r_start = "out[3]"

[sta]
period_used_share = 0.915
hold_viol_final = 0
worst_pin_slew_ns = 0.493
slew_viol_final = 0
max_freq_mhz = 728
rsz0062_at_grt = "no"
layout_min_cycle_time_ns = 1.37
finalSetupTns_ns = 0
fin_ws_ns = 0.127
fin_skew_ns = 0.00325
setup_viol_count_final = 0
maxSlewHeadroom = 0.671

[clock_tree]
root_buffer = "clkbuf_8"
clockBufferDepth = 2
clock-sinks = 32
htreeDepth = 2
cts_made_buffers = 5
hold_buffers = 0
cts_tree = "built"
clock_latency_ns = 0.28
cts-resized-gates = 0
postCtsSetupBuffers = 0
cts.reportedPaths.clkPinSlew_ns = 0.06

[final_layout]
syn_to_final_growth_pct = 42.6
nFillCells = 972
drive_gt1_frac = 0.129

[run]
maxCapViolCount = 0
warnings = 25
## area by class of cell
type / instances / area (sq um) / area share
Clock buffer: 5 / 68.8 / 0.0515
Multi-Input combinational cell: 29 / 288 / 0.216
Clock inverter: 3 / 42.5 / 0.0319
Timing Repair Buffer: 16 / 160 / 0.120
Tap cell: 108 / 135 / 0.101
Sequential cell: 32 / 641 / 0.480
## routing by layer
layer | track usage | wire [um]
met5 | 0 | 0
met4 | 0.00330 | 27
met3 | 0.0169 | 181
met2 | 0.0353 | 686
met1 | 0.0337 | 737
## cell usage in the layout (no fill, tap or decap)
| cell | n |
|---|---|
| bufinv_16 | 1 |
| clkbuf_8 | 5 |
| xor2_1 | 10 |
| dfxtp_1 | 32 |
| clkdlybuf4s50_1 | 16 |
| xor2_4 | 1 |
| xor2_2 | 2 |
| clkinvlp_4 | 1 |
| xnor2_1 | 16 |
| clkinv_2 | 1 |
## power by group
group | switching, mW | internal [mW] | leakage [nW]
combinational | 0 | 0 | 0.186
clock | 0.296 | 0.490 | 0.0541
sequential | 0 | 0.850 | 0.258
total | 0.296 | 1.34 | 0.498
## logic make-up (layout without fill, tap and decap cells)
group	after synthesis	after routing	synth area share
XOR/XNOR	29	29	0.307
buffers and inverters	1	24	0.00802
flip-flops	32	32	0.684
## sequential cells by signal, summed over array words and instances, names as in the netlist
name,flops
out,16
next_number,16
## worst max-delay path by stage
stage	from	to	slack, ns	cells past startpoint
finish	next_number[11]	next_number[11]	0.13	1
global route	next_number[11]	next_number[11]	0.08	1
CTS	next_number[7]	next_number[7]	0.09	1
## per-stage QoR
stage          hold WS (ns)  utilization  std cells  area [sq um]
2_1_floorplan         0.421            -         62           936
3_3_place_gp          0.473        0.140        185          1220
3_5_place_dp          0.466        0.140        185          1220
4_1_cts               0.481        0.152        193          1340
5_1_grt               0.506        0.152        193          1340
6_report              0.478        0.152        193          1340
No activity file was given, so power comes from the tool's default toggle rates.
